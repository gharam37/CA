==> design.v <==
`timescale 1ns / 1ps
module ID(Signextended, Branch, MemRead ,MemtoReg, MemWrite, ALUSrc,RegWrite,RegDest,aluc,Read_out1,
 Read_out2,addr1,addr2,clk, instruction, write_data,write_address,write_enable);
    input [31:0] instruction, write_data;
    input clk, write_enable;
    input [4:0] write_address;
    output Branch, MemRead ,MemtoReg, MemWrite, ALUSrc,RegWrite,RegDest;
    output [2:0] aluc;
    output wire [31:0] Read_out1,Read_out2,Signextended;
    output [4:0] addr1,addr2;
SignExtender SignExtender(Signextended,instruction[15:0]);
ControlUnit ControlUnit(instruction[31:26], instruction[5:0], RegDest, Branch, MemRead ,MemtoReg, MemWrite, ALUSrc, RegWrite,aluc);
RegisterFile RegFile(Read_out1,Read_out2,clk,write_enable,write_data,instruction[25:21],instruction[20:16],write_address);
assign addr1 = instruction[20:16];
assign addr2 = instruction[15:11];
endmodule
`timescale 1ns / 1ps
module RegisterFile(Read_out1,Read_out2,clk,write_enable,write_data,addres1,addres2,write_address);
    input clk, write_enable;
    input [4:0] addres1, addres2, write_address;
    input [31:0] write_data;
    output reg [31:0] Read_out1, Read_out2;
reg [31:0] regs [31:0];
initial begin
	regs[0] = 32'd0;
	regs[1] = 32'd1;
	regs[2] = 32'd2;
	regs[3] = 32'd3;
	regs[4] = 32'd4;
	regs[5] = 32'd5;
	regs[6] = 32'd6;
	regs[10] = 32'd7;
end
always @ (addres1, addres2)
    begin
        Read_out1 <= (addres1==0)? 32'b0 : regs[addres1];
        Read_out2 <= (addres2==0)? 32'b0 : regs[addres2];
    end
always @ (posedge clk)
	begin
		if (write_enable)
            if (write_address==5'd0)
                begin
                    regs[0]<=0;
                end
            else begin
                regs[write_address] <= write_data;
            end
	end
endmodule
`timescale 1ns / 1ps
module SignExtender(out,in);
    input [15:0] in;
    output reg [31:0] out;
    always @ (in)
    begin
        out <= {{16{in[15]}},in[15]};
    end
endmodule
module ControlUnit(
    input [5:0] opcode, func,
    output reg RegDest, Branch, MemRead ,MemtoReg, MemWrite, ALUSrc, RegWrite,
    output reg [2:0] aluc
    );
always @ (opcode or func ) begin
   if ( opcode == 6'b000000 ) begin 
      if (func == 6'b100000 ) begin 
         RegDest =  1;
         Branch = 0;
         MemRead = 0;
         MemtoReg = 0;
         MemWrite = 0;
         ALUSrc = 0;
         RegWrite =  1;
         aluc=3'b000;
        end
       if (func == 6'b100010 ) begin
         RegDest = 1;
         Branch = 0;
         MemRead = 0;
         MemtoReg = 0;
         MemWrite = 0;
         ALUSrc = 0;
         RegWrite =  1;
         aluc=3'b001;
         end 
      if (func == 6'b000000 ) begin 
       RegDest = 1;
         Branch = 0;
         MemRead = 0;
         MemtoReg = 0;
         MemWrite = 0;
         ALUSrc = 0;
         RegWrite =  1;
         aluc=3'b100;
         end
      if( func == 6'b000010) begin
       RegDest = 1;
         Branch = 0;
         MemRead = 0;
         MemtoReg = 0;
         MemWrite = 0;
         ALUSrc = 0;
         RegWrite =  1;
         aluc=3'b101;
         end 
      if(func == 6'b100100) begin
       RegDest = 1;
         Branch = 0;
         MemRead = 0;
         MemtoReg = 0;
         MemWrite = 0;
         ALUSrc = 0;
         RegWrite =  1;
         aluc=3'b010;
        end
      if( func == 6'b100101 ) begin
       RegDest = 1;
         Branch = 0;
         MemRead = 0;
         MemtoReg = 0;
         MemWrite = 0;
         ALUSrc = 0;
         RegWrite =  1;
         aluc=3'b011;
        end 
      if (func == 6'b101010) begin
       RegDest = 1;
         Branch = 0;
         MemRead = 0;
         MemtoReg = 0;
         MemWrite = 0;
         ALUSrc = 0;
         RegWrite =  1;
         aluc=3'b110;
         end
   end
if( opcode == 6'b000100) begin
         RegDest =  0;
         Branch = 1;
         MemRead = 0;
         MemtoReg = 0;
         MemWrite = 0;
         ALUSrc = 0;
         RegWrite =  0;
   end
   if( opcode == 6'b001000) begin
         RegDest =  0;
         Branch = 0;
         MemRead = 0;
         MemtoReg = 0;
         MemWrite = 0;
         ALUSrc = 1;
         RegWrite =  1;
         aluc=3'b000;
   end
   if( opcode == 6'b100011) begin
         RegDest =  0;
         Branch = 0;
         MemRead = 1;
         MemtoReg = 1;
         MemWrite = 0;
         ALUSrc = 1;
         RegWrite =  1;
   end 
   if( opcode == 6'b100011) begin
         RegDest =  0;
         Branch = 0;
         MemRead = 0;
         MemtoReg = 1;
         MemWrite = 1;
         ALUSrc = 1;
         RegWrite =  0;
   end
   if( opcode == 6'b100001) begin
         RegDest =  0;
         Branch = 0;
         MemRead = 1;
         MemtoReg = 1;
         MemWrite = 0;
         ALUSrc = 1;
         RegWrite =  1;
   end
   if( opcode == 6'b001100) begin
        RegDest = 1;
         Branch = 0;
         MemRead = 0;
         MemtoReg = 0;
         MemWrite = 0;
         ALUSrc = 1;
         RegWrite =  1;
         aluc=3'b010;
   end
   if( opcode == 6'b001101) begin
         RegDest = 1;
         Branch = 0;
         MemRead = 0;
         MemtoReg = 0;
         MemWrite = 0;
         ALUSrc = 1;
         RegWrite =  1;
         aluc=3'b011;
   end
end
endmodule
==> run.sh <==
#!/bin/bash
# OpenROAD 26Q1-2900-gdf79404cd8, Yosys 0.63+post, stock flow scripts
make -C /OpenROAD-flow-scripts/flow DESIGN_CONFIG=/design/flow/config.mk WORK_HOME=/design/flow/orfs finish
==> config.mk <==
export PLATFORM = sky130hd
export DESIGN_NAME = ID
export DESIGN_NICKNAME = ID
export VERILOG_FILES = /design/flow/design.v
export SDC_FILE = /design/flow/constraint.sdc
export NUM_CORES = 4
export LEC_CHECK = 1
export CORE_UTILIZATION = 40
==> constraint.sdc <==
current_design ID

set clk_period 7.9
set clk_io_pct 0.2

create_clock -name clk0 -period $clk_period [get_ports {clk}]

set non_clock_inputs [all_inputs -no_clocks]
set_input_delay [expr $clk_period * $clk_io_pct] -clock clk0 $non_clock_inputs
set_output_delay [expr $clk_period * $clk_io_pct] -clock clk0 [all_outputs]
==> results.cfg <==
; generated from flow reports
[clocking]
ctsRootBufferMaster = sky130_fd_sc_hd__clkbuf_16
post-cts-setup-buffer-count = 0
post_cts_hold_buffer_count = 0
cts-resized-gates = 0
number_of_buffers_created_by_cts = 107
cts_tree = yes
cts_max_level = 3
worst_setup_hold_path_clk_slew_ns = 0.06
clock_tree.buffer_depth = 3

[final_timing]
unclocked_regs = 10
setup_viol = 0
worst_pin_slew_ns = 1.02
slew_limit_fails = 0
rsz0062_at_grt = false
setup_tns_ns = 0
finalWorstPathRequiredPeriod_ns = 6.63
setup_ws_ns = 1.27
timing.max_slew.rel_slack = 0.323
untimed_endpoints = 20
final_hold_viol_count = 0
final.period_utilization = 0.839
fmaxAchievable_ghz = 0.151

[drt]
finalWirelength_um = 158000
drt-wirelength-per-cell_um = 35.0
detail_route.antenna_diodes = 0
detailedRoute.firstIterationViolations = 1809
num_vias = 28500
via_per_instance_ratio = 6.30
ant_nets = 0
drc = 0
dr.pass1.iters = 7

[layout]
n_fill_cell = 9784
layout_top_cell = sky130_fd_sc_hd__edfxtp_1
final_layout_size_suffix_gt1_frac = 0.291
logic_area_mm2 = 0.0166
area_growth_syn_to_layout_pct = 14.7
final_cell_area_mm2 = 0.0558
final_cell_mix = 1024 x sky130_fd_sc_hd__edfxtp_1, 396 x sky130_fd_sc_hd__mux4_2, 276 x sky130_fd_sc_hd__mux2i_1
sequential_cell_area_mm2 = 0.0309

[worst_setup_path]
timing.critical_path.slowest_cell_delay_ns = 0.68
critical-path-top-cell-by-count = sky130_fd_sc_hd__buf_4
cp_data_required_time_ns = 6.32
critical_path.slowest_cell = sky130_fd_sc_hd__buf_4
crit_path_end_kind = output pin
critical_path.startpoint_type = input pin
timing_worst_setup_path_type = input pin to output pin
crit_chain = buf_8 > buf_4 > buf_4 > mux4_2 > mux2_2 > a221oi_1 > a211oi_1 > buf_4 > clkdlybuf4s50_1
critical_path_fanout_max = 38
worst_ep_arrival_ns = 5.05
timing.critical_path.max_delay_family = buffers and inverters
worstPathBufferInverterCount = 5

[global_routing]
overflow = 0
track_usage = 0.285
grt_first_pass_wirelength_um = 223000
number_of_global_route_vias_before_repair = 31800
antenna_found_initial = 3
grt_max_degree = 83

[place]
gp_congestion = 0.880
placement.setup.worst_slack_ns = 1.33
port_buffers = 139
placed_cell_area_mm2 = 0.0522
hpwlAfterDp_um = 94800

[floorplanning]
fp.dieArea_mm2 = 0.123
ioPinCount = 187
core-area_mm2 = 0.120
floorplanUtilization = 0.404
die_w_um = 351
std_cell_rows = 127
fp.dieH_um = 351

[power]
vdd.ir_drop.worst_mv = 0.168
power-per-cell-area_mw_per_mm2 = 220
power.static_leakage_nw = 16.5
report.power.total_w = 0.0123

[yosys]
synth_warnings = 3
yosys_synthesis_chip_area_mm2 = 0.0486
netlist-cell-type-count = 46
synth-edff-count = 1024
ys.flops = 1034
synth_async_sr_flop_share = 0
synth_area_mm2 = 0.0486
postSynth.topFlopCell = sky130_fd_sc_hd__edfxtp_1
synth_stat.cells = 2657
synth.top_cell.area_share = 0.632
synth.area.top_cells = sky130_fd_sc_hd__edfxtp_1 63%, sky130_fd_sc_hd__mux4_2 18%, sky130_fd_sc_hd__mux2i_1 5.7%
synthesis.area_per_instance_um2 = 18.3
synthDominantAreaCellType = sky130_fd_sc_hd__edfxtp_1
postSynthCellCount = 2657

[flow_run]
number_of_warnings_the_tools_reported = 31
cap_viol_max_count = 0

[worst_hold_path]
worst_hold_path_type = input pin to flop

[run_status]
status = finished, final reports clean
metal layers:
metal | global-route usage | share of wire | up-vias
met5 | 0.0400 | 0.0037 | -
met4 | 0.0893 | 0.041 | 24
met3 | 0.292 | 0.23 | 353
met2 | 0.375 | 0.42 | 2490
met1 | 0.308 | 0.30 | 14100
li1 | - | - | 11500
cell usage after synthesis, drive strengths merged (2+ instances only):
master / instances
or3: 4
and2: 36
a21oi: 70
nand3: 8
nor2: 67
a31oi: 20
edfxtp: 1024
dlxtn: 10
nand4: 21
nor3: 6
nand3b: 2
nor3b: 3
nand2: 102
a211oi: 65
inv: 2
o2111ai: 12
nor2b: 22
nand2b: 3
mux4: 396
o22ai: 32
a221oi: 44
buf: 180
o221ai: 20
clkbuf: 71
mux2i: 276
mux2: 84
a22oi: 28
o21ai: 38
worst min-delay path: cells and delay by family:
kind	cells	cell delay, ns
and+or+nand+nor	1	0.14
buffers and inverters	2	0.61
flip-flops by register name (all words and copies together) (netlist names):
signal / cells
ControlUnit.ALUSrc: 1
ControlUnit.Branch: 1
ControlUnit.MemRead: 1
ControlUnit.MemWrite: 1
ControlUnit.MemtoReg: 1
ControlUnit.RegDest: 1
ControlUnit.RegWrite: 1
ControlUnit.aluc: 3
RegFile.regs: 1024
metrics by stage:
step                      hold WS, ns  instances  utilization
after floorplan                  2.15       2671            -
after global placement           2.55       4322        0.434
after detailed placement         2.54       4322        0.434
after CTS                        1.81       4517        0.464
after global routing             1.84       4517        0.464
final                            1.84       4517        0.464
cells by family after synthesis:
group,count (synthesis),share of synthesized area
and+or+nand+nor,279,0.0274
AOI/OAI and AO/OA,333,0.0471
DFF,1024,0.632
buffers and inverters,253,0.0305
xor gates and xnor gates,1,0.000180
latches,10,0.00309
muxes,756,0.260
other,1,0.0000771
area by class of cell:
cell class / instances / share of cell area
Tap cell: 1612 / 0.0362
Clock buffer: 131 / 0.0504
Inverter: 2 / 0.000135
Multi-Input combinational cell: 1384 / 0.298
Clock inverter: 64 / 0.0135
Sequential cell: 1034 / 0.554
Timing Repair Buffer: 290 / 0.0482
power breakdown:
part           switching [W]  internal, W
sequential         0.0000230      0.00604
combinational       0.000659     0.000450
clock                0.00212      0.00299
final timing paths:
path	from	to	slack (ns)	depth (start not counted)
max	instruction[23]	Read_out1[0]	1.27	9
min	write_data[25]	RegFile.regs[17][25]$_DFFE_PP_	1.84	3
Power is estimated from default activity; no workload was simulated.
