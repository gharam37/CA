**./run.sh**
```bash
#!/bin/bash
# OpenROAD 26Q1-2900-gdf79404cd8, Yosys 0.63+post, stock flow scripts
make -C /OpenROAD-flow-scripts/flow DESIGN_CONFIG=/design/flow/config.mk WORK_HOME=/design/flow/orfs finish
```
**./config.mk**
```make
export PLATFORM = sky130hd
export DESIGN_NAME = IF
export DESIGN_NICKNAME = IF
export VERILOG_FILES = /design/flow/design.v
export SDC_FILE = /design/flow/constraint.sdc
export NUM_CORES = 4
export LEC_CHECK = 1
export CORE_AREA = 10 10 72 72
export DIE_AREA = 0 0 82 82
export SYNTH_MEMORY_MAX_BITS = 65536
```
**./constraint.sdc**
```tcl
current_design IF

set clk_period 7.7
set clk_io_pct 0.2

create_clock -name clk0 -period $clk_period

set non_clock_inputs [all_inputs -no_clocks]
set_input_delay [expr $clk_period * $clk_io_pct] -clock clk0 $non_clock_inputs
set_output_delay [expr $clk_period * $clk_io_pct] -clock clk0 [all_outputs]
```
**./design.v**
```verilog
`timescale 1ns / 1ps
module adder(out,in1,in2);
     input [31:0] in1;
    input [31:0] in2;
    output reg [31:0] out;
    always@(in1,in2)
        out <= in1+in2;
endmodule
`timescale 1ns / 1ps
module IF(inst,newAdress,instAddress);
    input wire [31:0] instAddress;
    output wire [31:0] newAdress;
    output wire [31:0] inst;
    InstrMem InstrMem(instAddress, inst);
    adder adder(newAdress,instAddress, 32'b00000000000000000000000000000100);
endmodule
`timescale 1ns / 1ps
module InstrMem(
    input [31:0] Read_Adress,
    output reg [31:0] Data_out
    );
    reg [31:0] mem [255:0];
    initial begin
    	mem[116] = 'hA1455011;
    	mem[120] = 'h55AC0021;
    	mem[124] = 'h1D110012;
    	mem[128] = 'hA01AD025;
    	mem[132] = 'hB11100AB;
    end
always @ (*)
    begin
     Data_out <= mem[Read_Adress];
    end
endmodule
```
==> impl_metrics.tcl <==
# collected from the flow reports
set metrics [dict create \
    via_per_inst 4.33 \
    cts_setup_buffers 0 \
    antenna_found_initial 0 \
    setup_ws_ps 2020 \
    fin_setup_tns_ps 0 \
    internal-power_w 0.0000479 \
    whs_endpoint "newAdress[0]" \
    dp.cells 250 \
    hold_ws_ps 3080 \
    worstPathMaxFanout 14 \
    syn_area_per_cell_um2 6.67 \
    num_rows 22 \
    power_density_nw_per_um2 42.0 \
    holdBufCountCts 0 \
    dp_slack_ps 2000 \
    leakagePower_nw 0.670 \
    cts-resized-gates 0 \
    cap_viol_max_count 0 \
    cp.arrival_ps 4140 \
    fillCellCount 392 \
    topCellsByArea "xor2_1, buf_4, xnor2_1, nand2_1, nand3_1" \
    ioPinCount 96 \
    dp_hpwl_um 3080 \
    ys_area_um2 873 \
    seqPwrFrac_pct 0 \
    drtPass1Iterations 4 \
    grt_pass1_vias 1091 \
    chip_area_um2 6720 \
    hold_depth 0 \
    required_ps 6160 \
    p_comb_share_pct 100.0 \
    gr-total-overflow 0 \
    totalWireLength_um 3460 \
    start_kind "primary input" \
    final_cell_mix "clkdlybuf4s50_1, xor2_1, nand2_1, inv_1, xnor2_1" \
    drtIter0Drc 31 \
    hold_start "instAddress[0]" \
    num_antenna_cells 0 \
    worstSetupPathType "in -> out" \
    synth_top_area_share_pct 16.0 \
    die_w_um 82 \
    switchingPower_w 0.0000219 \
    place_congestion 0.748 \
    area_delta_synth_final_pct 90.3 \
    drcViolationCount 0 \
    synthCells 131 \
    ys.warnings.count 2 \
    grt_setup_unrepaired "false" \
    switching_share_pct 31.4 \
    worstHoldPathType "in -> out" \
    slew_viol_final 0 \
    ant_nets 0 \
    wl_per_cell_um 13.9 \
    outcome "finished, final reports clean" \
    fin_crit_ps 5680 \
    yosys_cells 131 \
    final_cells 250 \
    flop-count 0 \
    p_clk_share_pct 0 \
    grt_max_degree 15 \
    grtUsageTotal_pct 9.37 \
    drive_gt1_share_pct 3.47 \
    fp-utilization_pct 23.7 \
    worst_pin_slew_ps 604 \
    relSlewSlack_pct 59.7 \
    warnings 34 \
    synth.distinct_cells 26 \
    lay_top_count "clkdlybuf4s50_1" \
    placed_cell_area_um2 1660 \
    clock.fmax_mhz 176 \
    synth_area_leader_cell "xor2_1" \
    via_count 1083 \
    die_h_um 82 \
    ys_seq_share_pct 0 \
    io_buffer_count 85 \
    cp-end-kind "output port" \
    clkbuf_count 0 \
    core_um2 3690 \
    design_area_um2 1660 \
    grt_first_pass_wirelength_um 5130 \
    report.final.hold_viol_count 0 \
    syn_area_um2 873 \
    ir_drop_mv 0.0254 \
    fin_crit_sh_pct 73.7 \
    comb_area_um2 702 \
    flop_area_um2 0 \
    setup-violations-final 0 \
]
==> layer usage <==
| metal | wire length [um] | GRT usage [%] |
|---|---|---|
| met3 | 455 | 4.74 |
| met2 | 1670 | 16.2 |
| met4 | 24 | 0.680 |
| met1 | 1320 | 10.5 |
| met5 | 0 | 0 |
==> power by group through the flow <==
stage	Clock, W	Combinational (W)	Sequential, W
4_1_cts	0	0.0000715	0
5_1_grt	0	0.0000768	0
6_report	0	0.0000698	0
==> cell type report <==
| class | count | share of cell area [%] |
|---|---|---|
| Inverter | 13 | 2.94 |
| Tap cell | 48 | 3.61 |
| Timing Repair Buffer | 85 | 51.2 |
| Multi-Input combinational cell | 104 | 42.2 |
==> metrics by stage <==
| step | power, W | util, % |
|---|---|---|
| floorplan | 0.0000190 | - |
| global placement | 0.0000718 | 45.0 |
| detailed placement | 0.0000710 | 45.0 |
| CTS | 0.0000715 | 45.0 |
| global route | 0.0000768 | 45.0 |
| finish | 0.0000698 | 45.0 |
==> cell usage after synthesis <==
cell / n
and2_1: 2
and3_1: 2
and4_1: 3
buf_2: 2
buf_4: 16
buf_6: 1
clkbuf_1: 1
conb_1: 1
ha_1: 3
inv_1: 13
nand2_1: 14
nand3_1: 10
nand4_1: 4
nand4_2: 1
nor2_1: 10
nor2b_1: 1
nor3_1: 6
nor3_2: 2
nor4_1: 5
nor4_4: 2
nor4b_2: 1
o21ai_0: 1
or2_2: 1
or4_1: 1
xnor2_1: 12
xor2_1: 16
==> kinds of logic after synthesis <==
| logic type | Yosys count | share of synthesized area, % |
|---|---|---|
| XOR/XNOR | 28 | 28.1 |
| adder cells (fa/ha/maj) | 3 | 4.30 |
| buffers and inverters | 33 | 22.2 |
| other | 1 | 0.429 |
| AND/OR/NAND/NOR | 65 | 44.4 |
| AND-OR/OR-AND | 1 | 0.573 |
==> worst max-delay path by stage <==
| stage | startpoint | end | slack, ps | cells after the start |
|---|---|---|---|---|
| 4_1_cts | instAddress[8] | newAdress[28] | 2000 | 6 |
| 5_1_grt | instAddress[8] | newAdress[28] | 1880 | 6 |
| 6_report | instAddress[8] | newAdress[28] | 2020 | 6 |
==> critical path, cell delays in order <==
cell and delay [ps]:
clkdlybuf4s50_1 570, nand4_2 190, or4_1 740, nor4_1 430, xor2_1 170, clkdlybuf4s50_1 480
Power and IR drop assume default switching activity.
