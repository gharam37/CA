==> /design/flow/run.sh <==
#!/bin/bash
# OpenROAD 26Q1-2900-gdf79404cd8, Yosys 0.63+post, stock flow scripts
make -C /OpenROAD-flow-scripts/flow DESIGN_CONFIG=/design/flow/config.mk WORK_HOME=/design/flow/orfs finish
==> /design/flow/config.mk <==
export PLATFORM = sky130hd
export DESIGN_NAME = IDEXERegister
export DESIGN_NICKNAME = IDEXERegister
export VERILOG_FILES = /design/flow/design.v
export SDC_FILE = /design/flow/constraint.sdc
export NUM_CORES = 4
export LEC_CHECK = 1
export CORE_AREA = 10 10 144 144
export DIE_AREA = 0 0 154 154
==> /design/flow/constraint.sdc <==
current_design IDEXERegister

set clk_period 1.0
set clk_io_pct 0.2

create_clock -name clk0 -period $clk_period [get_ports {clk}]

set non_clock_inputs [all_inputs -no_clocks]
set_input_delay [expr $clk_period * $clk_io_pct] -clock clk0 $non_clock_inputs
set_output_delay [expr $clk_period * $clk_io_pct] -clock clk0 [all_outputs]
==> /design/flow/design.v <==
`timescale 1ns / 1ps
module IDEXERegister(BranchOut, MemReadOut ,MemtoRegOut, MemWriteOut, ALUSrcOut,RegWriteOut,RegDestOut,
alucOut,Read_out1Out, Read_out2Out,SignextendedOut,incinstOut,addr1Out,addr2Out,Branch, MemRead ,MemtoReg, MemWrite,
ALUSrc,RegWrite,RegDest,clk,aluc,Read_out1,Read_out2,Signextended,incinst,addr1,addr2);
    input Branch, MemRead ,MemtoReg, MemWrite, ALUSrc,RegWrite,RegDest,clk;
    input [2:0] aluc;
    input [31:0] Read_out1, Read_out2,Signextended,incinst; 
	input [4:0] addr1,addr2;
    output reg BranchOut, MemReadOut ,MemtoRegOut, MemWriteOut, ALUSrcOut,RegWriteOut,RegDestOut;
    output reg [2:0] alucOut;
    output reg [31:0] Read_out1Out, Read_out2Out,SignextendedOut,incinstOut;
	output reg [4:0] addr1Out,addr2Out;
always @ (posedge clk)
begin
	BranchOut<=Branch; 
	MemReadOut<=MemRead; 
	MemWriteOut<=MemWrite; 
	MemtoRegOut<=MemtoReg; 
	RegWriteOut<=RegWrite; 
	ALUSrcOut<=ALUSrc; 
	RegDestOut<=RegDest; 
	alucOut<=aluc; 
	Read_out1Out<=Read_out1; 
	Read_out2Out<=Read_out2; 
	SignextendedOut<=Signextended; 
	incinstOut<=incinst; 
	addr1Out<=addr1; 
	addr2Out<=addr2; 
end
endmodule
==> run summary <==
Latest figures from synthesis and place and route.

In the floorplan report the effective utilization is 17.0%. The signal on the critical path passes through buf_2. For this run, the final setup violation count is recorded as 116. The average instance area after synthesis is 20.0 um^2. Of all nets on the critical path, the largest fanout is 1. 0 cells are multi-input combinational gates. The fraction of final layout cells with drive strength greater than 1 is 41.6%. The final core utilization is 34.8%. The quantity of I/O buffers inserted on ports is 296.

The number of antenna violations at the first check in global routing is 0. Buffers added to address setup during post-CTS repair amount to 0. The power share of the clock group is 46.5%. In this run, the number of DRC markers left after iteration 0 of detailed routing was 62. The CTS H-tree depth is 4. The longest incremental delay of any stage on the critical path is reported as 0.32 ns.

In the global route stage, overall resource usage came out at 8.48%. The first global-routing pass estimated 15,200 um of wire. The transition time recorded at the tightest slew-check pin is 0.175 ns.

The total of flip-flops plus latches after synthesis is 148. The checks that failed: negative setup slack. The region available for standard cell placement spans 17,500 um^2.

In the placement report, post-DP HPWL is listed as 8860 um. Dividing total power by cell area gives a power density of 2180 nW/um^2. For reference, the final report shows the max-slew violation count at 0. The part of the power in combinational logic is 6.3%. The wire length per cell after detailed routing is 15.2 um. The maximum number of buffers from clock root to sink is 2. The clock input transition at the sequential cells of the worst setup and hold paths is 0.07 ns. The category of the most critical setup path is reg2out. Yosys reports a chip area of 2960 um^2. The number of resized instances in the post-cts repair step is 484. The diode insertion count for antenna repair is 0.

The die area is 23,700 um^2. The maximum vdd drop is 1.40 mV. The data arrival time at the worst-slack endpoint is 0.83 ns. The largest net degree at the start of global routing is 17. Per the GRT congestion report, total overflow comes to 0. The clock root buffer master is sky130_fd_sc_hd__clkbuf_16. The number of sinks handled by clock tree synthesis is 148.

Synthesis handed over a netlist of 148 instances. The run finished, with violations left. The STA report counts the stages on the worst setup path as 1. In the final layout, the multi-input gates occupy 0 um^2. The number of warnings reported in the stage logs is 27. The kind of start point of the critical path is a flop.

The sequential cell fraction of total power is 47.2%. Per the post-route antenna check, the number of violating nets is 0. The routed layout has 2,258 vias. Setup repair after global routing could not meet its margin everywhere. The fill cell total of the finished layout is 1,743. The shortest clock period the worst path allows after layout is 1.03 ns. The internal power is 0.0104 W. The cell area that synthesis handed to floorplanning was 2960 um^2. The share of total power consumed by net switching is 21.4%. In the Yosys report, the sequential cells make up 100% of the chip area. Measured against its own limit, the worst slew margin works out to 88.4%. The yosys cell count is 148.

The hold-critical path depth is 1. The number of remaining DRC errors is 0. The placement-stage worst setup slack is -0.000740 ns.

According to the floorplan log, the row count is 48. In the final report, the number of hold violations comes to 0. The via count of the first global-routing pass is 2,417.

The count of warnings emitted by yosys is 1. The cell class contributing the biggest share of worst-path delay is flip-flops. The total net switching power is 0.00285 W. The worst hold path belongs to the class in2reg. Dividing the detail-routed via count by the number of cells gives 3.22. Once routing completed, OpenROAD measured the worst setup slack at -0.0314 ns.

The critical path endpoint has a required time of 0.80 ns. Along the critical path, the tally of buffer and inverter instances is 1. Clock tree synthesis inserted a total of 17 buffers.

The floorplan die height is 154 um. The CTS tree is yes. The placer's final routability congestion estimate is 0.781.

The number of detailed-route iterations in the first pass is 3. The leakage dissipation is 2.70 nW. The slowest stage cell on the critical path is sky130_fd_sc_hd__dfxtp_2.

The tool flagged a number of max-cap violations equal to 0. Compared with the post-synthesis result, the final layout area differs by 105%. The highest clock rate this design can be run at is 970 MHz.

The sum of routed wire length over all layers is 10,600 um. For this design the top-level I/O count stands at 297. Measured along the x axis, the die boundary spans 154 um. Per the synthesis report, the number of distinct cell types is 1. For this design, the CTS-stage hold fixing added 0 buffers. The endpoint type of the worst setup path is an output pin. The share of the cycle needed by the critical path after routing is 103%.
-- cells by family after synthesis --
family      count (synthesis)  share of synthesized area (%)
flip-flops                148                            100
-- power by group through the flow --
stage / combinational, W / sequential, W / clock (W)
CTS: 0.000862 / 0.00628 / 0.00641
finish: 0.000833 / 0.00628 / 0.00618
global route: 0.000912 / 0.00631 / 0.00668
-- cell usage after synthesis (all sizes together) --
library cell    n  area share (%)
dfxtp         148             100
-- sequential cells by signal, indices dropped and copies added, names as in the netlist --
name and count:
addr1Out 5, MemtoRegOut 1, SignextendedOut 32, BranchOut 1
RegDestOut 1, RegWriteOut 1, incinstOut 32, ALUSrcOut 1
addr2Out 5, MemWriteOut 1, Read_out2Out 32, alucOut 3
Read_out1Out 32, MemReadOut 1
-- layer usage --
metal  share of wire [%]  global-route usage [%]
met2                  50                    14.3
met1                  33                    8.19
met5                   0                       0
met3                  16                    6.68
met4                 1.2                    1.03
-- through the flow --
step	TNS [ns]	hold WS, ns	total power, W	cells	area, um^2
after CTS	-5.89	0.191	0.0136	701	6070
after detailed placement	-0.000740	0.652	0.00758	669	6210
after floorplan	0	0.228	0.00633	148	2960
after global placement	-0.00837	0.649	0.00757	669	6210
after global routing	-9.21	0.186	0.0139	701	6090
final	-1.22	0.220	0.0133	701	6090
-- area by class of cell --
cell class              count  area, um^2  share of cell area, %
flip-flops and latches    148        2990                   49.0
repair buffers            296        2230                   36.6
well taps                 225         282                   4.62
clock buffers              17         425                   6.99
clock inverters            15         168                   2.75
-- placed cells by master (no fill, tap or decap) --
cell,n
sky130_fd_sc_hd__buf_2,147
sky130_fd_sc_hd__clkbuf_16,17
sky130_fd_sc_hd__dfxtp_2,18
sky130_fd_sc_hd__buf_6,1
sky130_fd_sc_hd__clkinv_8,2
sky130_fd_sc_hd__dfxtp_1,130
sky130_fd_sc_hd__clkinvlp_4,2
sky130_fd_sc_hd__clkdlybuf4s50_1,148
sky130_fd_sc_hd__inv_8,1
sky130_fd_sc_hd__inv_6,5
sky130_fd_sc_hd__bufinv_16,1
sky130_fd_sc_hd__clkinv_4,4
-- path summary, 6_finish.rpt --
| kind | from | endpoint | slack [ns] |
|---|---|---|---|
| hold / removal | incinst[11] | incinstOut[11]$_DFF_P_ | 0.22 |
| setup / recovery | SignextendedOut[4]$_DFF_P_ | SignextendedOut[4] | -0.03 |
Power figures rest on the tool's default switching activity, not on a simulated workload.
